==> flow/design.v <==
module regfile(
    input logic clk,
    input logic we3,              
    input logic [4:0] ra1, ra2,   
    input logic [4:0] wa3,        
    input logic [63:0] wd3,       
    output logic [63:0] rd1, rd2  
    );
    logic [63:0] regs [0:31] = '{
        64'd0, 64'd1, 64'd2, 64'd3, 64'd4, 64'd5, 64'd6, 64'd7,
        64'd8, 64'd9, 64'd10, 64'd11, 64'd12, 64'd13, 64'd14, 64'd15,
        64'd16, 64'd17, 64'd18, 64'd19, 64'd20, 64'd21, 64'd22, 64'd23,
        64'd24, 64'd25, 64'd26, 64'd27, 64'd28, 64'd29, 64'd30,
        64'd0  
    };
    always_comb begin
        rd1 = regs[ra1];
        rd2 = regs[ra2];
    end
    always_ff @(posedge clk) begin
        if (we3 === '1 & wa3 < 32'd31 ) begin
            regs[wa3] <= wd3;
        end
    end
endmodule
==> flow/run.sh <==
#!/bin/bash
# OpenROAD 26Q1-2900-gdf79404cd8, Yosys 0.63+post, stock flow scripts
make -C /OpenROAD-flow-scripts/flow DESIGN_CONFIG=/design/flow/config.mk WORK_HOME=/design/flow/orfs finish
==> flow/config.mk <==
export PLATFORM = sky130hd
export DESIGN_NAME = regfile
export DESIGN_NICKNAME = regfile
export VERILOG_FILES = /design/flow/design.v
export SDC_FILE = /design/flow/constraint.sdc
export NUM_CORES = 4
export LEC_CHECK = 1
export CORE_UTILIZATION = 50
export SYNTH_HDL_FRONTEND = slang
==> flow/constraint.sdc <==
current_design regfile

set clk_period 16.4
set clk_io_pct 0.2

create_clock -name clk0 -period $clk_period [get_ports {clk}]

set non_clock_inputs [all_inputs -no_clocks]
set_input_delay [expr $clk_period * $clk_io_pct] -clock clk0 $non_clock_inputs
set_output_delay [expr $clk_period * $clk_io_pct] -clock clk0 [all_outputs]
==> out/qor.yml <==
port-buffer-count: 208
critPathLaunchType: "input port"
min_path_type: "input port to flop"
syn_inst: 4296
drc_errors: 0
yosysUniqueCellTypes: 38
outcome: "finished clean"
cp.required_ns: 13.12
ys_cells: 4296
ys_area_sq_mm: 0.0940
critPathMaxFanout: 52
grt_pass1_vias: 56140
cts_buffers: 214
cts_tree: "built"
cts.sinks: 2048
root_buffer: "clkbuf_16"
synth_flop_count: 2048
n_fill_cell: 13294
hold_violations: 0
die_x_um: 436
tns_ns: 0
worst_hold_path.endpoint: "regs[27][25]$_DFFE_PP_"
die_h_um: 436
min_period_ns: 10.82
fmax_ghz: 0.0924
reg_top3: "regs (2048)"
ys_seq_share_pct: 65.4
num_rows: 158
hold_buffers: 0
cts_setup_buffers: 0
yosysWarnings: 0
chipArea_sq_mm: 0.190
grt_max_degree: 91
clk_pin_slew_worst_paths_ns: 0.06
min_from: "wd3[25]"
whs_ns: 3.24
htreeDepth: 4
grt_setup_unrepaired: "false"
routedWlPerCell_um: 37.5
hpwl_um: 157000
maxSlewViolCount: 0
grt_pass1_wl_um: 397000
ioPinCount: 209
hold_depth: 2
track_usage_pct: 33.7
vias: 48984
largest_register_ff_count: 2048
p_leak_nw: 34.2
floorplan.core_util_pct: 50.5
area_growth_pct: 13.9
worstSetupPathType: "input port to output port"
vias_per_cell: 6.66
top_register: "regs"
grt_antenna_before_repair: 11
core_region_area_sq_mm: 0.186
syn_area_sq_mm: 0.0940
arrival_ns: 7.54
syn_avg_cell_area_sq_um: 21.9
period_used_pct: 66.0
vdd.ir_drop.worst_uv: 91.4
power.density_mw_per_mm2: 109
drive_above_1_share_pct: 35.0
setup_viol: 0
drv_cap: 0
place_congestion: 0.870
tightest_slew_ns: 0.936
cts_resized: 0
gr-total-overflow: 0
warning_count: 26
setup.worst_path.end_class: "output port"
relSlewSlack_pct: 37.4
clk_path_buf_depth: 3
drtIter0Drc: 3223
routed_wl_um: 276000
ant_nets: 0
firstDrtPassIters: 7
[Yosys cell counts]
| cell | number | share of area [%] |
|---|---|---|
| o41ai_1 | 3 | 0.028 |
| buf_4 | 61 | 0.49 |
| conb_1 | 1 | 0.0040 |
| buf_1 | 37 | 0.15 |
| nor2b_1 | 20 | 0.13 |
| nor4_1 | 3 | 0.020 |
| mux4_2 | 1046 | 25 |
| a221oi_1 | 89 | 0.83 |
| or3b_2 | 3 | 0.028 |
| a22o_1 | 35 | 0.33 |
| nand2b_1 | 4 | 0.027 |
| buf_6 | 7 | 0.084 |
| mux2i_1 | 361 | 3.8 |
| nand3b_1 | 5 | 0.040 |
| mux2_2 | 49 | 0.59 |
| o221ai_1 | 3 | 0.028 |
| a211o_1 | 5 | 0.047 |
| nor3_1 | 1 | 0.0053 |
| o21a_1 | 26 | 0.21 |
| clkbuf_1 | 101 | 0.40 |
| a211oi_1 | 8 | 0.064 |
| buf_2 | 136 | 0.72 |
| a21o_1 | 4 | 0.032 |
| o22ai_1 | 34 | 0.23 |
| clkbuf_4 | 2 | 0.016 |
| a22oi_1 | 23 | 0.18 |
| edfxtp_1 | 2048 | 65 |
| nand2_1 | 80 | 0.32 |
| nand3_1 | 2 | 0.011 |
| nor2_1 | 45 | 0.18 |
| inv_1 | 1 | 0.0040 |
| a32oi_1 | 3 | 0.028 |
| or3_1 | 2 | 0.013 |
| a2111oi_0 | 3 | 0.028 |
| a32o_1 | 35 | 0.37 |
| a21oi_1 | 3 | 0.016 |
| and2_1 | 5 | 0.033 |
| or2_2 | 2 | 0.013 |
[power breakdown]
group	switching [W]	internal (W)
sequential	0.0000296	0.00584
combinational	0.000533	0.000477
clock	0.00204	0.00276
total	0.00260	0.00907
[layer usage]
| layer | vias up | routed length [um] | GRT usage (%) |
|---|---|---|---|
| met5 | - | 321 | 1.26 |
| met4 | 20 | 10200 | 9.05 |
| met3 | 528 | 48500 | 25.0 |
| met2 | 3520 | 135000 | 48.8 |
| met1 | 25032 | 81700 | 42.7 |
| li1 | 19884 | - | - |
[cell type report]
| cell class | count | area (sq um) | area share [%] |
|---|---|---|---|
| flip-flops and latches | 2048 | 61500 | 57.4 |
| multi-input cells | 1966 | 31300 | 29.3 |
| clock buffers | 254 | 5530 | 5.16 |
| repair buffers | 463 | 4230 | 3.95 |
| well taps | 2480 | 3100 | 2.90 |
| clock inverters | 135 | 1350 | 1.26 |
| inverters | 1 | 11.3 | 0.0105 |
| diodes | 4 | 10.0 | 0.00935 |
[worst max-delay path by stage]
stage          start      end  slack [ns]  cells after the start
CTS           ra1[0]  rd1[63]        5.48                      8
global route  ra2[0]  rd2[56]        5.24                      8
finish        ra2[0]  rd2[56]        5.58                      8
[worst max-delay path, cell delays in order]
cell             delay (ns)
buf_8                  0.46
buf_4                  0.59
buf_4                  0.64
buf_4                  0.67
mux4_2                 0.59
mux4_2                 0.47
o21a_1                 0.26
clkdlybuf4s50_1        0.44
[kinds of logic after synthesis]
group                  after synthesis  share of synthesized area, %
AND/OR/NAND/NOR                    172                         0.822
flip-flops                        2048                          65.4
multiplexers                      1456                          29.5
buffers and inverters              345                          1.87
AND-OR/OR-AND                      274                          2.42
other                                1                       0.00399
[stage by stage]
step                      utilization, %  setup slack [ns]  area (sq um)  power (W)  std cells
after floorplan                        -              8.20         94300    0.00656       4359
after global placement              53.8              5.41        100000    0.00699       6958
after detailed placement            53.8              5.49        100000    0.00699       6958
after CTS                           57.5              5.48        107000     0.0118       7347
after global routing                57.5              5.24        107000     0.0120       7347
final                               57.5              5.58        107000     0.0117       7351
[cell usage in the layout, fill, tap and decap left out, drive strengths merged, types with 4 or more instances in the layout]
master	n
buf	264
o22ai	34
clkdlybuf4s50	198
nand2b	4
nor2b	20
mux2i	361
bufinv	23
a21o	4
nand2	80
and2	5
a211o	5
clkbuf	255
nor2	45
a211oi	8
clkinvlp	6
clkinv	94
o21a	26
nand3b	5
a22oi	23
diode	4
mux2	49
a32o	35
edfxtp	2048
a22o	35
mux4	1046
conb	64
inv	13
a221oi	89
No activity file was given, so power comes from the tool's default toggle rates.
