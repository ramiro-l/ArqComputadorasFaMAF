### design/flow/run.sh
#!/bin/bash
# OpenROAD 26Q1-2900-gdf79404cd8, Yosys 0.63+post, stock flow scripts
make -C /OpenROAD-flow-scripts/flow DESIGN_CONFIG=/design/flow/config.mk WORK_HOME=/design/flow/orfs finish
### design/flow/config.mk
export PLATFORM = sky130hd
export DESIGN_NAME = imem
export DESIGN_NICKNAME = imem
export VERILOG_FILES = /design/flow/design.v
export SDC_FILE = /design/flow/constraint.sdc
export NUM_CORES = 4
export LEC_CHECK = 1
export CORE_AREA = 10 10 83 83
export DIE_AREA = 0 0 93 93
export SYNTH_HDL_FRONTEND = slang
### design/flow/constraint.sdc
current_design imem

set clk_period 3.1
set clk_io_pct 0.2

create_clock -name clk0 -period $clk_period

set non_clock_inputs [all_inputs -no_clocks]
set_input_delay [expr $clk_period * $clk_io_pct] -clock clk0 $non_clock_inputs
set_output_delay [expr $clk_period * $clk_io_pct] -clock clk0 [all_outputs]
### design/flow/design.v
module imem
    #(parameter int unsigned N = 32) (
    input logic [5:0] addr,
    output logic [N-1:0] q );
    logic [N-1:0] ROM [0:63] = '{default: 32'b0};
    initial begin
        ROM [0:46] = '{
            32'hf8000001,  
            32'hf8008002,32'hf8000203,32'h8b050083,32'hf8018003,32'hcb050083,
            32'hf8020003,32'hcb0a03e4,32'hf8028004,32'h8b040064,32'hf8030004,
            32'hcb030025,32'hf8038005,32'h8a1f0145,32'hf8040005,32'h8a030145,
            32'hf8048005,32'h8a140294,32'hf8050014,32'haa1f0166,32'hf8058006,
            32'haa030166,32'hf8060006,32'hf840000c,32'h8b1f0187,32'hf8068007,
            32'hf807000c,32'h8b0e01bf,32'hf807801f,32'hb4000040,32'hf8080015,
            32'hf8088015,32'h8b0103e2,32'hcb010042,32'h8b0103f8,32'hf8090018,
            32'h8b080000,32'hb4ffff82,32'hf809001e,32'h8b1e03de,32'hcb1503f5,
            32'h8b1403de,32'hf85f83d9,32'h8b1e03de,32'h8b1003de,32'hf81f83d9,
            32'hb400001f  
        };
    end
    always_comb begin
        q = ROM[addr];
    end
endmodule
==> impl_metrics.yaml <==
# synthesis and place-and-route metrics
routing:
  first_drt_iteration_drcs: 173
  drt.antenna.violating_nets: 0
  post_route_drc_violation_count: 0
  vias: 2148
  firstDrtPassIters: 4
  routed_wl_mm: 6.69
  avgRoutedWirePerCell_um: 17.2
  vias_per_cell: 5.52
  route.antenna.diode_count: 0
final_timing:
  slew_viol_final: 0
  setup_viol: 0
  slew_headroom: 0.806
  final_period_utilization: 0.969
  final-hold-violation-count: 0
  max_clock_freq_mhz: 333
  tightest_slew_ns: 0.290
  min_period_ns: 3.00
  rsz0062_at_grt: "true"
  final_critical_path_setup_slack_ns: 0.0960
layout:
  post_route_cells_drive_above_1_share: 0.342
  area.sequential_um2: 0
  final.fill_count: 516
  layoutNonFillerInstCount: 389
  flops: 0
  area.growth.synth_to_final_pct: 76.4
  number_of_clock_buffer_instances_in_the_layout: 0
die:
  design.core.area_um2: 5140
  floorplan.core_util: 0.280
  row_count: 26
  dieHeight_um: 93
  die_area_um2: 8650
  num_io_pins: 38
  horizontal_die_dimension_um: 93
cts:
  cts-hold-fix-buffers: 0
pwr:
  power.ir.vdd_worst_mv: 0.0578
  power.static_leakage_nw: 1.12
  power_density_nw_per_um2: 142
synthesis:
  netlist_area_um2: 1440
  yosys.stat.chipArea_um2: 1440
  synth_warnings: 0
  mean_instance_size_in_the_synthesized_netlist_um2: 6.38
  synth_sequential_area_ratio: 0
  syn-instance-count: 226
  synth.yosys.num_cells: 226
  yosysUniqueCellTypes: 47
critical_path:
  startpoint_type: "input pin"
  setup.worst_path.end_class: "primary output"
  critical_path_peak_fanout: 9
  path_class: "input pin to primary output"
  cp.required_ns: 2.48
  critical_path_arrival_ns: 2.38
job:
  warning_count: 45
  max_cap_violations: 0
place:
  globalplace.congestion: 0.982
  placement.io_buffers: 38
  dp_slack_ns: -0.332
  placedCellCount: 379
  detailed_place_hpwl_mm: 5.00
global_routing:
  grt_max_degree: 19
  grt_overflow_total: 0
  grt_first_pass_wirelength_mm: 10.5
  grt_pass1_vias: 2009
  grt_usage: 0.146
  grt_antenna_before_repair: 0
hold_path:
  worstHoldPathType: "input pin to primary output"
status:
  outcome: "finished, final reports clean"
[routing by layer]
metal,track usage,vias to the layer above,wire length [um]
li1,-,1031,-
met1,0.201,996,2860
met3,0.0242,11,706
met4,0.0360,0,99
met5,0,-,0
met2,0.231,110,3030
[report_power, final]
group          total [mW]  internal, mW  switching, mW
Sequential              0             0              0
Clock                   0             0              0
Combinational       0.361         0.195          0.166
Total               0.361         0.195          0.166
[kinds of logic after synthesis]
| group | share of synthesized area |
|---|---|
| adders and majority gates | 0.130 |
| muxes | 0.0278 |
| buffers and inverters | 0.141 |
| AOI/OAI and AO/OA | 0.434 |
| and+or+nand+nor | 0.267 |
[critical path, cell delays in order]
cell	delay, ns
dlygate4sd2_1	0.24
buf_12	0.14
buf_2	0.21
buf_4	0.18
mux2i_2	0.24
nor2_1	0.07
a21oi_1	0.11
o221ai_1	0.13
clkdlybuf4s50_1	0.44
[cells in the mapped netlist, drive strengths merged, types with 3 or more instances]
library cell / number / area, um2
nor3: 4 / 20.0
nor2b: 5 / 31.3
o21ai: 21 / 105
a21oi: 22 / 110
nand2b: 12 / 75.1
and2: 4 / 25.0
ha: 15 / 188
inv: 7 / 26.3
o31ai: 3 / 22.5
nand2: 22 / 82.6
o211ai: 13 / 97.6
mux2i: 4 / 40.0
a221oi: 3 / 26.3
a31oi: 4 / 25.0
nor2: 20 / 75.1
buf: 25 / 169
o221ai: 5 / 43.8
nand3: 3 / 15.0
[final cells by class]
| cell class | instances | area [um2] | area share |
|---|---|---|---|
| Multi-Input combinational cell | 192 | 1380 | 0.543 |
| Inverter | 7 | 26.3 | 0.0103 |
| Timing Repair Buffer | 120 | 1050 | 0.412 |
| Tap cell | 70 | 87.6 | 0.0344 |
[worst paths after layout]
| kind | start | slack [ns] | depth (start not counted) | end |
|---|---|---|---|---|
| setup / recovery | addr[2] | 0.1 | 9 | q[24] |
| hold / removal | addr[3] | 1.84 | 4 | q[3] |
[timing repair]
item | in CTS | in global routing
endpoints found under the hold margin | 0 | 0
resized | 28 | 21
pin swaps | 2 | 6
setup buffers | 3 | 5
setup endpoints to repair | 32 | 14
gates cloned | 0 | 2
[placed cells by master (no fill, tap or decap), types with 2 or more instances in the layout]
master	n
o32ai_1	2
o211ai_1	13
nor2b_1	5
mux2i_1	3
a22oi_1	2
o21ai_2	2
a31oi_1	4
ha_2	3
ha_4	4
o21ai_0	13
nand3_1	3
and3_1	2
and2b_1	2
inv_1	4
o22ai_1	2
dlymetal6s2s_1	5
nand2_1	21
buf_4	72
nand2b_1	9
buf_2	3
o221ai_1	5
o31ai_1	3
ha_1	8
a221oi_1	3
o21ai_1	6
nor3_1	3
buf_12	3
o2111ai_1	2
buf_6	4
clkdlybuf4s50_1	28
a21oi_2	2
a21oi_1	20
inv_2	3
and2_1	4
dlygate4sd2_1	5
nor2_1	20
nand2b_4	2
[metrics by stage]
stage	instance area (um2)	TNS [ns]	hold WS, ns	power, mW	utilization
final	2540	0	1.84	0.361	0.495
after global routing	2540	-0.0462	1.89	0.391	0.495
after detailed placement	2310	-4.64	2.36	0.326	0.450
after floorplan	1440	0	1.34	0.143	-
after global placement	2310	-4.78	2.37	0.328	0.450
after CTS	2420	0	2.17	0.342	0.472
Power figures rest on the tool's default switching activity, not on a simulated workload.
