==> ./run.sh <==
#!/bin/bash
# OpenROAD 26Q1-2900-gdf79404cd8, Yosys 0.63+post, stock flow scripts
make -C /OpenROAD-flow-scripts/flow DESIGN_CONFIG=/design/flow/config.mk WORK_HOME=/design/flow/orfs finish
==> ./config.mk <==
export PLATFORM = sky130hd
export DESIGN_NAME = execute
export DESIGN_NICKNAME = execute
export VERILOG_FILES = /design/flow/design.v
export SDC_FILE = /design/flow/constraint.sdc
export NUM_CORES = 4
export LEC_CHECK = 1
export CORE_AREA = 10 10 281 281
export DIE_AREA = 0 0 291 291
export SYNTH_HDL_FRONTEND = slang
==> ./constraint.sdc <==
current_design execute

set clk_period 28.8
set clk_io_pct 0.2

create_clock -name clk0 -period $clk_period

set non_clock_inputs [all_inputs -no_clocks]
set_input_delay [expr $clk_period * $clk_io_pct] -clock clk0 $non_clock_inputs
set_output_delay [expr $clk_period * $clk_io_pct] -clock clk0 [all_outputs]
==> ./design.v <==
module adder #(parameter int unsigned N = 64)
                    (input logic [N-1:0] a, b,
                    output logic [N-1:0] y);
    assign y = a + b;
endmodule
module alu(
    input logic [63:0] a,b,
    input logic [3:0] ALUControl,
    output logic [63:0] result,
    output logic zero );
    always_comb begin
        case (ALUControl)
            4'b0000: result =  a & b;
            4'b0001: result =  a | b;
            4'b0010: result =  a + b;
            4'b0110: result =  a - b;
            4'b0111: result =  b;
            default: result = '0;
        endcase;
        zero = result === '0 ? '1 : '0;
    end
endmodule
module execute(
    input logic AluSrc,
    input logic [3:0] AluControl,
    input logic [63:0] PC_E, signImm_E, readData1_E, readData2_E,
    output logic [63:0] PCBranch_E, aluResult_E, writeData_E,
    output logic zero_E );
    logic [63:0] output_sl2, output_mux;
    adder #(64) Add(.a(PC_E),
                    .b(output_sl2),
                    .y(PCBranch_E));
    sl2  #(64) ShiftLeft2(.a(signImm_E),
                          .y(output_sl2));
    mux2 #(64) MUX(.d0(readData2_E),
                   .d1(signImm_E),
                   .s(AluSrc),
                   .y(output_mux));
    alu ALU(.a(readData1_E),
            .b(output_mux),
            .ALUControl(AluControl),
            .result(aluResult_E),
            .zero(zero_E));
    assign writeData_E = readData2_E;
endmodule
module mux2 #(parameter int unsigned N = 64)
                (input logic [N-1:0] d0, d1,
                input logic s,
                output logic [N-1:0] y);
    assign y = s ? d1 : d0;
endmodule
module sl2 #(parameter int unsigned N = 64)
                (input logic [N-1:0] a,
                output logic [N-1:0] y);
    assign y[0] = 1'b0;
    assign y[1] = 1'b0;
    assign y[N-1:2] = a[N-3:0];
endmodule
==> flow_summary.toml <==
# yosys + openroad results
[status]
status = "completed"

[cells_and_area]
nClkBuffers = 0
fillers = 8145
fin_area_sq_um = 17000
drive_above_1_share_pct = 4.24
seq_area_sq_um = 0
flops = 0
finish.utilization_pct = 23.3
syn2layout_area_growth_pct = 42.5
logic_area_sq_um = 10900

[synth]
yosysSeqAreaShare_pct = 0
ys_chip_area_sq_um = 11900
syn_area_sq_um = 11900
yosys_warnings = 0
avgSynthCellArea_sq_um = 6.64
synthCells = 1794
synth_cell_types = 85
yosys_cells = 1794

[pwr]
leakagePower_uw = 0.00645
power_density_nw_per_um2 = 25.9
vdd_drop_max_v = 0.0000105
total_power_uw = 439

[floorplanning]
dieArea_sq_um = 84700
initial_core_util_pct = 16.4
ios = 454
die.size.y_um = 291
num_rows = 99
coreArea_sq_um = 72800
die_w_um = 291

[critical_path]
cp.buffers_inverters = 2
cp_data_required_time_ns = 23.04
crit_type = "in2out"
cpPeakStageDelay_ns = 0.64
cp_slowest_cell = "or4_1"
crit_arrival_ns = 13.49
cpLargestDelayFamily = "simple AND/OR/NAND/NOR gates"
crit_path_max_fanout = 6
critPathLaunchType = "primary input"
endpoint_kind = "output pin"
startpoint = "signImm_E[0]"

[final_timing]
worst_slew_pin_slew_ns = 0.889
maxSlewViolCount = 0
finalClockPeriodUsage_pct = 66.9
relSlewSlack_pct = 39.0
setup_viol = 0
finalSetupTns_ns = 0
min_period_ns = 19.25
rsz0062_at_grt = "false"
worst_hold_slack_ns = 11.52
fmax_mhz = 51.9
hold_violations = 0

[min_path]
holdPathEnd = "PCBranch_E[0]"
hp-start = "PC_E[0]"
min_path_cells = 0
hold_path.class = "in2out"

[clocking]
ctsResizeCount = 0
cts-hold-fix-buffers = 0
post_cts_buffers = 0

[global_route]
grt_first_pass_wirelength_mm = 106
grt_use_total_pct = 16.7
gr-total-overflow = 0
antenna_found_initial = 11
grt_max_degree = 65
first_global_vias = 14900

[place]
port_buffers = 450
dp_hpwl_mm = 65.4
place_congestion = 1.01
dpl-instance-area_sq_um = 17000

[detailed_routing]
vias = 15200
via_per_inst = 4.92
wirelength_mm = 74.1
ant_nets = 0
drt_pre_antenna_iters = 5
drc = 0
wl_per_cell_um = 24.0
drtIter0Drc = 1149

[run]
drv_cap = 0
tool_warnings = 34
## metrics by stage
stage / setup slack (ns) / instances
floorplan: 11.35 / 1794
global placement: 9.66 / 3084
detailed placement: 9.59 / 3084
CTS: 9.56 / 3084
global route: 9.10 / 3086
finish: 9.55 / 3088
## how the worst max path moves through the flow
stage	cells after the start	to
5_1_grt	26	zero_E
4_1_cts	26	zero_E
6_report	26	zero_E
## report_power, final
part           total [uW]  switching, uW  internal [uW]  leakage (uW)
logic                 439            237            202       0.00645
clock network   0.0000165              0      0.0000164  0.0000000254
registers               0              0              0             0
total                 439            237            202       0.00645
## routing by layer
| metal | track usage [%] | up-vias | part of all wire [%] |
|---|---|---|---|
| li1 | - | 7315 | - |
| met1 | 22.8 | 7106 | 45 |
| met2 | 26.2 | 655 | 44 |
| met3 | 4.26 | 85 | 8.5 |
| met4 | 3.21 | 18 | 2.5 |
| met5 | 0 | - | 0.11 |
## cells by family after synthesis
family                   Yosys count  synth area share [%]
XOR/XNOR                         175                  12.9
buffers and inverters            193                  8.69
multiplexers                      71                  6.22
AND/OR/NAND/NOR                  560                  23.3
adder cells (fa/ha/maj)          132                  13.9
AND-OR/OR-AND                    663                  35.0
## synthesized netlist by cell type (9+ instances only)
cell | n | share of area (%)
clkbuf_1 | 63 | 2.0
a31oi_1 | 25 | 1.3
o211ai_1 | 14 | 0.88
o22ai_1 | 23 | 1.2
o21bai_1 | 22 | 1.4
and2_1 | 10 | 0.52
buf_2 | 9 | 0.38
xor2_1 | 67 | 4.9
a211oi_1 | 15 | 0.94
a21oi_1 | 197 | 8.3
o21a_1 | 24 | 1.5
o31ai_1 | 18 | 1.1
nand3_1 | 51 | 2.1
inv_1 | 45 | 1.4
and3_1 | 15 | 0.79
nor3_1 | 50 | 2.1
nor3b_1 | 12 | 0.76
buf_4 | 66 | 4.2
mux2_2 | 24 | 2.3
xnor2_1 | 108 | 7.9
or4_1 | 9 | 0.57
a21o_1 | 50 | 3.1
nand2_1 | 161 | 5.1
ha_1 | 127 | 13
nand2b_1 | 23 | 1.2
nor2_1 | 131 | 4.1
mux2i_1 | 46 | 3.9
nor4_1 | 13 | 0.68
nand4_1 | 28 | 1.5
o21ai_0 | 160 | 6.7
nor2b_1 | 15 | 0.79
o221ai_1 | 17 | 1.2
## cells in the final DEF, fill, tap and decap left out, types with 28 or more instances in the layout
cell type	n
nand3_1	51
mux2i_1	46
nor2_1	131
nand4_1	28
a21oi_1	197
inv_1	45
a21o_1	50
nor3_1	50
nand2_1	161
clkdlybuf4s50_1	449
ha_1	127
buf_4	30
o21ai_0	160
xnor2_1	108
xor2_1	67
## layout make-up
cell class | count | area share (%)
multi-input cells | 1601 | 64.1
repair buffers | 479 | 27.8
well taps | 959 | 7.06
inverters | 45 | 0.994
diodes | 4 | 0.0589
Power is estimated from default activity; no workload was simulated.
